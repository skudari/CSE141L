`design/flow/config.mk`:
```
export PLATFORM = sky130hd
export DESIGN_NAME = PC
export DESIGN_NICKNAME = PC
export VERILOG_FILES = /design/flow/design.v
export SDC_FILE = /design/flow/constraint.sdc
export NUM_CORES = 4
export LEC_CHECK = 1
export CORE_AREA = 10 10 74 74
export DIE_AREA = 0 0 84 84
```
`design/flow/constraint.sdc`:
```
current_design PC

set clk_period 2.9
set clk_io_pct 0.2

create_clock -name clk0 -period $clk_period [get_ports {CLK}]

set non_clock_inputs [all_inputs -no_clocks]
set_input_delay [expr $clk_period * $clk_io_pct] -clock clk0 $non_clock_inputs
set_output_delay [expr $clk_period * $clk_io_pct] -clock clk0 [all_outputs]
```
`design/flow/design.v`:
```
module PC(
  input init,
        jump_en,		 
		branch_en,		 
		CLK,
  output logic halt,
  output logic[ 9:0] PC);
always @(posedge CLK)
  if(init) begin
    PC <= 0;
	halt <= 0;
  end
  else begin
    if(PC>63)
	  halt <= 1;		  
	else if(branch_en) 
	  PC <= PC + 7;
    else if(jump_en) begin
	  if(PC>13)
	    PC <= PC - 14;
	  else
	    halt <= 1;        
	end
	else 
	  PC <= PC + 1;	      
  end
endmodule
```
`design/flow/run.sh`:
```
#!/bin/bash
# OpenROAD 26Q1-2900-gdf79404cd8, Yosys 0.63+post, stock flow scripts
make -C /OpenROAD-flow-scripts/flow DESIGN_CONFIG=/design/flow/config.mk WORK_HOME=/design/flow/orfs finish
```
==> impl_metrics.json <==
{
  "status": "complete, no violations",
  "number_of_global_route_vias_before_repair": 764,
  "detailed_place.area_sq_um": 1007,
  "cp_max_fo": 8,
  "route.vias.total": 802,
  "irDropWorstVdd_v": 0.0002760,
  "grt_max_degree": 16,
  "final_common_cell": "clkdlybuf4s50_1",
  "finish.instance_area_sq_um": 1052,
  "core-area_sq_um": 3971,
  "worstReg2RegEnd": "PC[3]$_SDFFE_PP0P_",
  "drt_pre_antenna_iters": 4,
  "yosysChipArea_sq_um": 805.8,
  "sum_of_negative_setup_slack_ns": 0,
  "fmaxAchievable_mhz": 446.3,
  "hold_path_startpoint": "PC[9]$_SDFFE_PP0P_",
  "drcViolationCount": 0,
  "end_kind": "flip-flop",
  "maxSlewHeadroom": 0.6744,
  "critPathBufInv": 1,
  "grtUsageTotal": 0.06106,
  "total_leakage_power_nw": 0.4032,
  "antenna-diode-count": 0,
  "ff2ff_path_depth": 7,
  "synth-edff-count": 0,
  "die_area_sq_um": 7056,
  "timing.setup.critical_path_class": "in -> reg",
  "ant_nets": 0,
  "cell_type_group_with_the_largest_total_delay_on_the_critical_path": "simple AND/OR/NAND/NOR gates",
  "clk_latency_ns": 0.23,
  "critPathLaunchType": "input port",
  "die_wd_um": 84,
  "critical_path.cell_chain": "clkdlybuf4s50_1, or4b_4, o21a_1, and4_4, mux2_4",
  "vias_per_cell": 4.802,
  "worstHoldEndpoint": "PC[9]$_SDFFE_PP0P_",
  "synth_area_per_cell_sq_um": 7.978,
  "cts_inserted_buffers": 3,
  "flop_cell": "dfxtp_1",
  "syn_to_final_growth_pct": 30.59,
  "cts.sinks": 11,
  "fill_cells": 438,
  "critPathSlowestCell": "clkdlybuf4s50_1",
  "gp_routability_congestion": 0.8862,
  "power_density_nw_per_um2": 632.3,
  "clock_tree_from_tritoncts": "built",
  "final_max_slew_viol_count": 0,
  "dp_hpwl_mm": 1.588,
  "synthCells": 101,
  "min-delay-path-class": "reg -> reg",
  "clkTransAtPathRegs_ns": 0.05,
  "period_needed_ns": 2.241,
  "finClkSkew_ns": 0.001457,
  "num_rows": 23,
  "layout_worst_path_cycle_share": 0.7727,
  "syn-cell-area_sq_um": 805.8,
  "grt_pass1_wl_mm": 3.726,
  "report.final.setup_viol": 0,
  "routedWlPerCell_um": 13.07,
  "first_iter_violations": 27,
  "regToRegStartpoint": "PC[1]$_SDFFE_PP0P_",
  "tightest_slew_ns": 0.4868,
  "routed_wl_mm": 2.182,
  "drive_gt1_frac": 0.1197,
  "rsz_0062_raised_after_global_routing": "no",
  "max_cap_viol_count": 0,
  "critical_path_arrival_ns": 2.36,
  "die_h_um": 84,
  "htree_num_levels": 1,
  "synth_async_sr_flop_share": 0,
  "buffer_ports.inserted": 14,
  "cp_slowest_stage_delay_ns": 0.58,
  "synth_flop_count": 11,
  "yosys_synthesis_warning_count": 1,
  "worst_hold_path.num_cells": 2,
  "globalRouteOverflowTotal": 0,
  "final_layout_top_logic_cells": "14 x clkdlybuf4s50_1, 13 x nor2_1, 11 x dfxtp_1, 10 x inv_1, 8 x a21oi_1",
  "finalHoldViolCount": 0,
  "io_pins": 15,
  "yosys.stat.seqShare": 0.2733,
  "postCtsResizedCells": 0,
  "tool_warnings": 29,
  "clockRootBuffer": "clkbuf_8",
  "cts_setup_buffers": 0,
  "ys_cells": 101,
  "required_arrival_time_at_the_worst_endpoint_ns": 3.02,
  "maximum_clock_insertion_buffer_count": 2,
  "grt_antenna_before_repair": 0,
  "regToRegSetupSlack_ns": 0.72,
  "cts_hold_buf": 0,
  "initial_utilization": 0.2029,
  "synth.lib_cells_used.distinct": 39
}
==> cells in the mapped netlist (2+ instances only) <==
library cell	number	area, sq um
a31oi_1	2	12.51
nand4_1	3	18.77
o22ai_1	2	12.51
ha_1	6	75.07
dfxtp_1	11	220.2
clkbuf_1	3	11.26
o21ai_0	6	30.03
a21oi_1	8	40.04
nor2b_1	4	25.02
a221oi_1	2	17.52
a21o_1	2	15.01
inv_1	10	37.54
nor2_1	13	48.80
nand2_1	4	15.01
==> metal layers <==
metal | wire [um] | share of wire | up-vias | global-route usage
li1 | - | - | 400 | -
met1 | 1049 | 0.48 | 383 | 0.08453
met2 | 1006 | 0.46 | 19 | 0.09268
met3 | 126 | 0.058 | 0 | 0.02067
met4 | 0 | 0 | 0 | 0.004566
met5 | 0 | 0 | - | 0
==> kinds of logic (layout without fill, tap and decap cells) <==
group | Yosys count | in the layout | share of synthesized area
AND/OR/NAND/NOR | 35 | 35 | 0.2578
AND-OR/OR-AND | 32 | 32 | 0.2655
buffers and inverters | 14 | 30 | 0.06677
flip-flops | 11 | 11 | 0.2733
adder cells (fa/ha/maj) | 6 | 6 | 0.09317
multiplexers | 2 | 2 | 0.03260
XOR/XNOR | 1 | 1 | 0.01087
==> worst min-delay path: cells and delay by family, from the launching register on <==
family | cells | cell delay [ns]
flops | 1 | 0.32
compound gates | 1 | 0.05
buf+inv | 1 | 0.05
==> registers in the layout, indices dropped and copies added (netlist names) <==
register  cells
PC           10
halt          1
==> worst max-delay path by stage <==
stage / start / end / cells past startpoint
6_report: jump_en / PC[5]$_SDFFE_PP0P_ / 5
4_1_cts: jump_en / PC[5]$_SDFFE_PP0P_ / 5
5_1_grt: PC[1]$_SDFFE_PP0P_ / PC[3]$_SDFFE_PP0P_ / 7
==> report_power, final <==
part / internal (mW) / leakage [nW] / switching (mW)
Clock: 0.0964 / 0.0228 / 0.0560
Sequential: 0.180 / 0.0904 / 0.0626
Combinational: 0.152 / 0.290 / 0.118
==> layout make-up <==
class                           count  area [sq um]  area share
Multi-Input combinational cell     76         531.8      0.5054
Inverter                           10         37.54     0.03567
Timing Repair Buffer               16         155.1      0.1474
Tap cell                           50         62.56     0.05945
Sequential cell                    11         220.2      0.2093
Clock buffer                        4         45.04     0.04281
==> stage by stage <==
stage / setup slack (ns) / cells / utilization / hold slack, ns / total power, mW
2_1_floorplan: 1.056 / 101 / - / 0.4161 / 0.3959
5_1_grt: 0.5984 / 167 / 0.2650 / 0.4897 / 0.7235
6_report: 0.6591 / 167 / 0.2650 / 0.4689 / 0.6654
3_3_place_gp: 0.4328 / 163 / 0.2536 / 0.4587 / 0.5143
4_1_cts: 0.6644 / 167 / 0.2650 / 0.4723 / 0.6695
3_5_place_dp: 0.4195 / 163 / 0.2536 / 0.4641 / 0.5125
Power and IR drop assume default switching activity.
